==> ./design.v <==
module amplitude_modulator (
    input [11:0] dds_carrier_in,     
    input amplitude_control_in,       
    output [11:0] ask_modulated_out  
);
    assign ask_modulated_out = amplitude_control_in ? dds_carrier_in : 12'b0;
endmodule
module ask_modulator_top (
    input CLOCK_50,      
    input [3:0] KEY,    
    input [17:0] SW,    
    output [17:0] LEDR,   
    output [8:0] LEDG,  
    output [7:0] GPIO_0   
);
    wire clk;
    wire reset;
    wire data_in;
    wire [1:0] bit_rate_sel;      
    wire manual_override;       
    wire prbs_data;              
    wire prbs_bit_clock;          
    assign clk = CLOCK_50;        
    assign reset = ~KEY[0];       
    assign bit_rate_sel = SW[2:1];     
    assign manual_override = SW[9];    
    assign data_in = manual_override ? SW[0] : prbs_data;       
    reg [23:0] slow_clk_counter;
    reg slow_clk;
    always @(posedge clk or posedge reset) begin
        if (reset) begin
            slow_clk_counter <= 24'd0;
            slow_clk <= 1'b0;
        end else begin
            if (slow_clk_counter >= 24'd5_000_000) begin   
                slow_clk_counter <= 24'd0;
                slow_clk <= ~slow_clk;
            end else begin
                slow_clk_counter <= slow_clk_counter + 1;
            end
        end
    end
    wire [11:0] carrier_out_w;        
    wire [11:0] carrier_out_slow_w;
    wire amplitude_control_w;         
    wire [11:0] dac_out;             
    wire [11:0] dac_out_slow;       
    prbs_generator PRBS (
        .clk(clk),
        .reset(reset),
        .bit_rate_sel(bit_rate_sel),
        .data_out(prbs_data),
        .bit_clock(prbs_bit_clock)
    );
    keying_controller KC (
        .clk(clk),
        .reset(reset),
        .data_in(data_in),
        .amplitude_control(amplitude_control_w)
    );
    dds_carrier_generator DDS (
        .clk(clk),
        .reset(reset),
        .dds_carrier_out(carrier_out_w)
    );
    dds_carrier_generator DDS_SLOW (
        .clk(slow_clk),
        .reset(reset),
        .dds_carrier_out(carrier_out_slow_w)
    );
    amplitude_modulator AM (
        .dds_carrier_in(carrier_out_w),
        .amplitude_control_in(amplitude_control_w),
        .ask_modulated_out(dac_out)
    );
    amplitude_modulator AM_SLOW (
        .dds_carrier_in(carrier_out_slow_w),
        .amplitude_control_in(amplitude_control_w),
        .ask_modulated_out(dac_out_slow)
    );
    assign LEDR[0] = data_in;                    
    assign LEDR[1] = amplitude_control_w;         
    assign LEDR[2] = prbs_bit_clock;            
    assign LEDR[4:3] = bit_rate_sel;             
    assign LEDR[8:5] = 4'b0;                   
    assign LEDR[17:9] = carrier_out_slow_w[11:3];  
    assign LEDG[0] = manual_override;              
    assign LEDG[8:1] = dac_out_slow[11:4];        
    assign GPIO_0[7:0] = dac_out[11:4];  
endmodule
module dds_carrier_generator (
    input clk,
    input reset,
    output [11:0] dds_carrier_out
);
    parameter PHASE_INCREMENT = 32'h0033126E;  
    reg [31:0] phase_accumulator;
    wire [7:0] lut_address;
    reg [11:0] lut_data_out;
    always @(posedge clk or posedge reset) begin
        if (reset) begin
            phase_accumulator <= 32'h0;
        end 
        else begin
            phase_accumulator <= phase_accumulator + PHASE_INCREMENT;
        end
    end
    assign lut_address = phase_accumulator[31:24];
    reg [11:0] sin_table [0:255];
    initial begin
        sin_table[0] = 12'd2048; sin_table[1] = 12'd2098; sin_table[2] = 12'd2148; sin_table[3] = 12'd2198;
        sin_table[4] = 12'd2248; sin_table[5] = 12'd2298; sin_table[6] = 12'd2348; sin_table[7] = 12'd2398;
        sin_table[8] = 12'd2447; sin_table[9] = 12'd2496; sin_table[10] = 12'd2545; sin_table[11] = 12'd2594;
        sin_table[12] = 12'd2642; sin_table[13] = 12'd2690; sin_table[14] = 12'd2737; sin_table[15] = 12'd2784;
        sin_table[16] = 12'd2831; sin_table[17] = 12'd2877; sin_table[18] = 12'd2923; sin_table[19] = 12'd2968;
        sin_table[20] = 12'd3013; sin_table[21] = 12'd3057; sin_table[22] = 12'd3100; sin_table[23] = 12'd3143;
        sin_table[24] = 12'd3185; sin_table[25] = 12'd3227; sin_table[26] = 12'd3268; sin_table[27] = 12'd3308;
        sin_table[28] = 12'd3347; sin_table[29] = 12'd3386; sin_table[30] = 12'd3423; sin_table[31] = 12'd3460;
        sin_table[32] = 12'd3496; sin_table[33] = 12'd3531; sin_table[34] = 12'd3565; sin_table[35] = 12'd3598;
        sin_table[36] = 12'd3630; sin_table[37] = 12'd3662; sin_table[38] = 12'd3692; sin_table[39] = 12'd3722;
        sin_table[40] = 12'd3750; sin_table[41] = 12'd3777; sin_table[42] = 12'd3804; sin_table[43] = 12'd3829;
        sin_table[44] = 12'd3853; sin_table[45] = 12'd3876; sin_table[46] = 12'd3898; sin_table[47] = 12'd3919;
        sin_table[48] = 12'd3939; sin_table[49] = 12'd3958; sin_table[50] = 12'd3975; sin_table[51] = 12'd3992;
        sin_table[52] = 12'd4007; sin_table[53] = 12'd4021; sin_table[54] = 12'd4034; sin_table[55] = 12'd4045;
        sin_table[56] = 12'd4056; sin_table[57] = 12'd4065; sin_table[58] = 12'd4073; sin_table[59] = 12'd4080;
        sin_table[60] = 12'd4086; sin_table[61] = 12'd4090; sin_table[62] = 12'd4093; sin_table[63] = 12'd4095;
        sin_table[64] = 12'd4095; sin_table[65] = 12'd4095; sin_table[66] = 12'd4093; sin_table[67] = 12'd4090;
        sin_table[68] = 12'd4086; sin_table[69] = 12'd4080; sin_table[70] = 12'd4073; sin_table[71] = 12'd4065;
        sin_table[72] = 12'd4056; sin_table[73] = 12'd4045; sin_table[74] = 12'd4034; sin_table[75] = 12'd4021;
        sin_table[76] = 12'd4007; sin_table[77] = 12'd3992; sin_table[78] = 12'd3975; sin_table[79] = 12'd3958;
        sin_table[80] = 12'd3939; sin_table[81] = 12'd3919; sin_table[82] = 12'd3898; sin_table[83] = 12'd3876;
        sin_table[84] = 12'd3853; sin_table[85] = 12'd3829; sin_table[86] = 12'd3804; sin_table[87] = 12'd3777;
        sin_table[88] = 12'd3750; sin_table[89] = 12'd3722; sin_table[90] = 12'd3692; sin_table[91] = 12'd3662;
        sin_table[92] = 12'd3630; sin_table[93] = 12'd3598; sin_table[94] = 12'd3565; sin_table[95] = 12'd3531;
        sin_table[96] = 12'd3496; sin_table[97] = 12'd3460; sin_table[98] = 12'd3423; sin_table[99] = 12'd3386;
        sin_table[100] = 12'd3347; sin_table[101] = 12'd3308; sin_table[102] = 12'd3268; sin_table[103] = 12'd3227;
        sin_table[104] = 12'd3185; sin_table[105] = 12'd3143; sin_table[106] = 12'd3100; sin_table[107] = 12'd3057;
        sin_table[108] = 12'd3013; sin_table[109] = 12'd2968; sin_table[110] = 12'd2923; sin_table[111] = 12'd2877;
        sin_table[112] = 12'd2831; sin_table[113] = 12'd2784; sin_table[114] = 12'd2737; sin_table[115] = 12'd2690;
        sin_table[116] = 12'd2642; sin_table[117] = 12'd2594; sin_table[118] = 12'd2545; sin_table[119] = 12'd2496;
        sin_table[120] = 12'd2447; sin_table[121] = 12'd2398; sin_table[122] = 12'd2348; sin_table[123] = 12'd2298;
        sin_table[124] = 12'd2248; sin_table[125] = 12'd2198; sin_table[126] = 12'd2148; sin_table[127] = 12'd2098;
        sin_table[128] = 12'd2048; sin_table[129] = 12'd1998; sin_table[130] = 12'd1948; sin_table[131] = 12'd1898;
        sin_table[132] = 12'd1848; sin_table[133] = 12'd1798; sin_table[134] = 12'd1748; sin_table[135] = 12'd1698;
        sin_table[136] = 12'd1649; sin_table[137] = 12'd1600; sin_table[138] = 12'd1551; sin_table[139] = 12'd1502;
        sin_table[140] = 12'd1454; sin_table[141] = 12'd1406; sin_table[142] = 12'd1359; sin_table[143] = 12'd1312;
        sin_table[144] = 12'd1265; sin_table[145] = 12'd1219; sin_table[146] = 12'd1173; sin_table[147] = 12'd1128;
        sin_table[148] = 12'd1083; sin_table[149] = 12'd1039; sin_table[150] = 12'd996; sin_table[151] = 12'd953;
        sin_table[152] = 12'd911; sin_table[153] = 12'd869; sin_table[154] = 12'd828; sin_table[155] = 12'd788;
        sin_table[156] = 12'd749; sin_table[157] = 12'd710; sin_table[158] = 12'd673; sin_table[159] = 12'd636;
        sin_table[160] = 12'd600; sin_table[161] = 12'd565; sin_table[162] = 12'd531; sin_table[163] = 12'd498;
        sin_table[164] = 12'd466; sin_table[165] = 12'd434; sin_table[166] = 12'd404; sin_table[167] = 12'd374;
        sin_table[168] = 12'd346; sin_table[169] = 12'd319; sin_table[170] = 12'd292; sin_table[171] = 12'd267;
        sin_table[172] = 12'd243; sin_table[173] = 12'd220; sin_table[174] = 12'd198; sin_table[175] = 12'd177;
        sin_table[176] = 12'd157; sin_table[177] = 12'd138; sin_table[178] = 12'd121; sin_table[179] = 12'd104;
        sin_table[180] = 12'd89; sin_table[181] = 12'd75; sin_table[182] = 12'd62; sin_table[183] = 12'd51;
        sin_table[184] = 12'd40; sin_table[185] = 12'd31; sin_table[186] = 12'd23; sin_table[187] = 12'd16;
        sin_table[188] = 12'd10; sin_table[189] = 12'd6; sin_table[190] = 12'd3; sin_table[191] = 12'd1;
        sin_table[192] = 12'd1; sin_table[193] = 12'd1; sin_table[194] = 12'd3; sin_table[195] = 12'd6;
        sin_table[196] = 12'd10; sin_table[197] = 12'd16; sin_table[198] = 12'd23; sin_table[199] = 12'd31;
        sin_table[200] = 12'd40; sin_table[201] = 12'd51; sin_table[202] = 12'd62; sin_table[203] = 12'd75;
        sin_table[204] = 12'd89; sin_table[205] = 12'd104; sin_table[206] = 12'd121; sin_table[207] = 12'd138;
        sin_table[208] = 12'd157; sin_table[209] = 12'd177; sin_table[210] = 12'd198; sin_table[211] = 12'd220;
        sin_table[212] = 12'd243; sin_table[213] = 12'd267; sin_table[214] = 12'd292; sin_table[215] = 12'd319;
        sin_table[216] = 12'd346; sin_table[217] = 12'd374; sin_table[218] = 12'd404; sin_table[219] = 12'd434;
        sin_table[220] = 12'd466; sin_table[221] = 12'd498; sin_table[222] = 12'd531; sin_table[223] = 12'd565;
        sin_table[224] = 12'd600; sin_table[225] = 12'd636; sin_table[226] = 12'd673; sin_table[227] = 12'd710;
        sin_table[228] = 12'd749; sin_table[229] = 12'd788; sin_table[230] = 12'd828; sin_table[231] = 12'd869;
        sin_table[232] = 12'd911; sin_table[233] = 12'd953; sin_table[234] = 12'd996; sin_table[235] = 12'd1039;
        sin_table[236] = 12'd1083; sin_table[237] = 12'd1128; sin_table[238] = 12'd1173; sin_table[239] = 12'd1219;
        sin_table[240] = 12'd1265; sin_table[241] = 12'd1312; sin_table[242] = 12'd1359; sin_table[243] = 12'd1406;
        sin_table[244] = 12'd1454; sin_table[245] = 12'd1502; sin_table[246] = 12'd1551; sin_table[247] = 12'd1600;
        sin_table[248] = 12'd1649; sin_table[249] = 12'd1698; sin_table[250] = 12'd1748; sin_table[251] = 12'd1798;
        sin_table[252] = 12'd1848; sin_table[253] = 12'd1898; sin_table[254] = 12'd1948; sin_table[255] = 12'd1998;
    end
    always @(posedge clk or posedge reset) begin
        if (reset) begin
            lut_data_out <= 12'd0;
		  end
        else begin
            lut_data_out <= sin_table[lut_address];
		  end
    end
    assign dds_carrier_out = lut_data_out;
endmodule
module keying_controller (
    input clk,
    input reset,
    input data_in,                  
    output reg amplitude_control    
);
    reg data_in_sync1;  
    reg data_in_sync2;  
    always @(posedge clk or posedge reset) begin
        if (reset) begin
            data_in_sync1 <= 1'b0;
            data_in_sync2 <= 1'b0;
            amplitude_control <= 1'b0;
        end else begin
            data_in_sync1 <= data_in;
            data_in_sync2 <= data_in_sync1;
            amplitude_control <= data_in_sync2;
        end
    end
endmodule
module prbs_generator (
    input wire clk,                  
    input wire reset,                
    input wire [1:0] bit_rate_sel,   
    output reg data_out,             
    output reg bit_clock             
);
reg [15:0] bit_clock_counter;
reg [15:0] bit_clock_period;
reg bit_clock_enable;
always @(*) begin
    case (bit_rate_sel)
        2'b00: bit_clock_period = 16'd50000;   
        2'b01: bit_clock_period = 16'd5000;    
        2'b10: bit_clock_period = 16'd500;     
        2'b11: bit_clock_period = 16'd50000;   
        default: bit_clock_period = 16'd50000;
    endcase
end
always @(posedge clk or posedge reset) begin
    if (reset) begin
        bit_clock_counter <= 16'd0;
        bit_clock_enable <= 1'b0;
        bit_clock <= 1'b0;
    end else begin
        if (bit_clock_counter >= bit_clock_period - 1) begin
            bit_clock_counter <= 16'd0;
            bit_clock_enable <= 1'b1;
            bit_clock <= ~bit_clock;   
        end else begin
            bit_clock_counter <= bit_clock_counter + 1;
            bit_clock_enable <= 1'b0;
        end
    end
end
reg [14:0] lfsr;   
always @(posedge clk or posedge reset) begin
    if (reset) begin
        lfsr <= 15'b000000000000001;
        data_out <= 1'b0;
    end else if (bit_clock_enable) begin
        lfsr <= {lfsr[13:0], lfsr[14] ^ lfsr[13]};
        data_out <= lfsr[14];
    end
end
endmodule
==> ./run.sh <==
#!/bin/bash
# OpenROAD 26Q1-2900-gdf79404cd8, Yosys 0.63+post, stock flow scripts
make -C /OpenROAD-flow-scripts/flow DESIGN_CONFIG=/design/flow/config.mk WORK_HOME=/design/flow/orfs finish
==> ./config.mk <==
export PLATFORM = sky130hd
export DESIGN_NAME = ask_modulator_top
export DESIGN_NICKNAME = ask_modulator_top
export VERILOG_FILES = /design/flow/design.v
export SDC_FILE = /design/flow/constraint.sdc
export NUM_CORES = 4
export LEC_CHECK = 1
export CORE_UTILIZATION = 40
export SYNTH_MEMORY_MAX_BITS = 65536
==> ./constraint.sdc <==
current_design ask_modulator_top

set clk_period 5.3
set clk_io_pct 0.2

create_clock -name clk0 -period $clk_period [get_ports {CLOCK_50}]

set non_clock_inputs [all_inputs -no_clocks]
set_input_delay [expr $clk_period * $clk_io_pct] -clock clk0 $non_clock_inputs
set_output_delay [expr $clk_period * $clk_io_pct] -clock clk0 [all_outputs]
==> results.txt <==
Max layer used: met4
Number of unconstrained endpoints: 49
Simple Share, Synth: 21.2%
Largest net degree at the start of global routing: 87
Min Tclk post-route: 3.43 ns
WS Path Type: input port to flop
Adder-cell area share of the yosys netlist: 5.14%
# IOs: 58
Synthesis-to-layout area growth: 6.82%
Unrepaired setup endpoints after global routing: false
Synth Instances: 1296
Core area: 26100 um2
Post-synthesis cell type count: 73
Post-cts hold-fix buffer tally: 0
Clock Tree Buf Depth: 2
Register area share after synthesis: 32.9%
Violation tally from detailed-route iteration zero: 951
Min-delay src: KC.data_in_sync1$_DFF_PN0_
Max-cap violations: 0
Metal3 WL: 1600 um
Yosys warnings: 4
Post-Layout Cell Count: 1598
Vias in the first global route: 8699
Global route overflow: 0
CP max FO: 18
Fin. Hold Viols: 0
WL per Instance: 17.0 um
Via count: 9340
H-tree Lvls: 3
Drt pass-1 iters: 7
Synth Register Bits: 141
First-pass GRT wire length: 45800 um
Total GRT Usage: 20.6%
TritonCTS clock tree: yes
Peak VDD IR: 0.000144 V
Diodes inserted: 0
Postcts setup bufs: 0
Initial antenna violation count: 0
Port bufs: 36
Worst-margin pin slew: 0.953 ns
Residual DRC: 0
GPL Wtd Cong: 0.983
Height of the die: 166 um
Avg Cell Area, Syn: 8.27 um2
Number of core rows: 59
Worst path slowest cell: o21ai_2
Fp util: 41.0%
Worst path required time: 5.50 ns
Worst setup path startpoint: SW[1]
Tally of OpenROAD warnings: 67
Post-synth ARST share: 100%
Total Neg Setup Slack: 0 ns
Yosys Chip Area: 10700 um2
Startpoint types: input port
Clk latency late pin: 0.35 ns
Post-CTS Resized: 0
Yosys aoi share: 23.5%
Root Driver: clkbuf_16
Routed length on met2: 11900 um
Top achievable clock speed: 292 MHz
CP endpoint kind: flop
Status: finished clean
Design area: 11400 um2
Final design utilization: 43.8%
Leak: 4.75 nW
Register pins left without a clock: 40
Die area: 27400 um2
Xor/xnor share of the synthesized area: 7.68%
Drt total wl: 27100 um
Worst Path Arrival: 3.63 ns
Max-slew violations: 0
Reg2reg start: DDS.phase_accumulator[25]$_DFF_PN0_
Hold crit path type: flop to flop
Setup Viol. Count Final: 0
PD cells: 164 nW/um2
Clk_skew: 0.00613 ns
Area fraction in mux cells: 3.67%
Inserted Clock Buffers: 9
WL met1: 13100 um
Synth Flop Type: dfrtp_1
Placed insts: 1582
CP Cell Sequence: clkdlybuf4s50_1 > inv_1 > ha_1 > inv_1 > nor2_1 > ha_1 > nand4_1 > o311a_1 > o21ai_2 > xor2_1
Top non-seq family: AND-OR/OR-AND gates
Worst path max stage delay: 0.62 ns
Yosys Instances: 1296
Period utilization: 64.7%
Die W: 166 um
Worst-path clk slew: 0.07 ns
Vias per cell: 5.84
Final HPWL DP: 18400 um
EDFF count, synth: 0
Final ANT Viol Nets: 0
Worst hold slack: 0.360 ns
Placement-stage cell area: 11200 um2
Layout cells sized above 1: 6.25%
Slew margin rel.: 36.1%
Synth Cell Area: 10700 um2
==> kinds of logic (layout without fill, tap and decap cells) <==
kind of cell    count (synthesis)  in the layout
other cells                     1              5
fa+ha+maj                      44             44
simple gates                  459            459
buf+inv                       141            104
xor+xnor                       94             94
mux                            33             33
compound gates                383            383
flops                         141            141
==> through the flow <==
| step | total power [mW] | setup WS [ns] |
|---|---|---|
| floorplan | 1.17 | 2.40 |
| global placement | 1.26 | 1.48 |
| detailed placement | 1.26 | 1.45 |
| CTS | 1.91 | 1.85 |
| global route | 1.98 | 1.69 |
| finish | 1.87 | 1.87 |
==> placed cells by master, fill, tap and decap left out, drive strengths merged, types with 21 or more instances in the layout <==
cell	netlist	routed
nand2	111	111
o211ai	21	21
ha	44	44
nand2b	37	37
nor2	120	120
xnor2	46	46
and2	22	22
o21ai	89	89
dfrtp	140	140
nand3	43	43
xor2	48	48
inv	31	35
nor2b	31	31
and3	21	21
a211oi	24	24
clkdlybuf4s50	0	35
a21oi	99	99
==> registers in the layout, summed over array words and instances, names as in the netlist <==
signal,cells
DDS.lut_data_out,8
KC.data_in_sync2,1
slow_clk_counter,24
KC.data_in_sync1,1
PRBS.data_out,1
PRBS.lfsr,15
KC.amplitude_control,1
PRBS.bit_clock_counter,16
slow_clk,1
DDS_SLOW.phase_accumulator,31
PRBS.bit_clock_enable,1
DDS.phase_accumulator,31
PRBS.bit_clock,1
DDS_SLOW.lut_data_out,9
==> critical path: cells and delay by family <==
| kind | cells | cell delay, ns |
|---|---|---|
| and+or+nand+nor | 2 | 0.14 |
| AOI/OAI and AO/OA | 2 | 0.99 |
| buffers and inverters | 3 | 0.72 |
| adders and majority gates | 2 | 0.59 |
| xor gates and xnor gates | 1 | 0.13 |
==> power by group <==
| part | switching [mW] | internal [mW] | leakage, nW |
|---|---|---|---|
| Sequential | 0.0427 | 0.966 | 1.78 |
| Clock | 0.304 | 0.331 | 0.139 |
| Combinational | 0.135 | 0.0946 | 2.83 |
==> layout make-up <==
cell class | instances | area, um2
clock buffers | 10 | 229
clock inverters | 6 | 61.3
fillers | 2584 | 14700
inverters | 36 | 135
multi-input cells | 1018 | 6590
flip-flops and latches | 141 | 3530
well taps | 335 | 419
repair buffers | 52 | 482
==> final timing paths <==
kind	to	slack, ns	cells after the start
setup / recovery	PRBS.bit_clock$_DFFE_PN0P_	1.87	10
hold / removal	KC.data_in_sync2$_DFF_PN0_	0.36	0
setup reg to reg	DDS.lut_data_out[5]$_DFF_PN0_	2.09	7
hold reg to reg	KC.data_in_sync2$_DFF_PN0_	0.36	0
max in group asynchronous	DDS.phase_accumulator[27]$_DFF_PN0_	3.64	2
min in group asynchronous	PRBS.lfsr[14]$_DFFE_PN0P_	0.60	1
==> routing by layer <==
layer  global-route usage, %  up-vias
met5                       0        -
met4                    4.39        0
met3                    2.19       43
met2                    30.5      311
met1                    33.4     4415
li1                        -     4571
==> Yosys cell counts, drive strengths merged (21+ instances only) <==
library cell	number	area, um2
inv	31	116
nand2b	37	231
a211oi	24	190
and3	21	131
nor2b	31	194
buf	59	314
o211ai	21	158
ha	44	551
nand3	43	215
xor2	48	420
nor2	120	450
and2	22	138
clkbuf	46	173
dfrtp	140	3500
a21oi	99	499
xnor2	46	403
nand2	111	417
o21ai	89	449
Power is estimated from default activity; no workload was simulated.
